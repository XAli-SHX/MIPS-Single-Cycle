**flow/run.sh**
```bash
#!/bin/bash
# OpenROAD 26Q1-2900-gdf79404cd8, Yosys 0.63+post, stock flow scripts
make -C /OpenROAD-flow-scripts/flow DESIGN_CONFIG=/design/flow/config.mk WORK_HOME=/design/flow/orfs finish
```
**flow/config.mk**
```make
export PLATFORM = sky130hd
export DESIGN_NAME = MipsController
export DESIGN_NICKNAME = MipsController
export VERILOG_FILES = /design/flow/design.v
export SDC_FILE = /design/flow/constraint.sdc
export NUM_CORES = 4
export LEC_CHECK = 1
export CORE_AREA = 10 10 70 70
export DIE_AREA = 0 0 80 80
```
**flow/constraint.sdc**
```tcl
current_design MipsController

set clk_period 1.5
set clk_io_pct 0.2

create_clock -name clk0 -period $clk_period

set non_clock_inputs [all_inputs -no_clocks]
set_input_delay [expr $clk_period * $clk_io_pct] -clock clk0 $non_clock_inputs
set_output_delay [expr $clk_period * $clk_io_pct] -clock clk0 [all_outputs]
```
**flow/design.v**
```verilog
module AluController(
    input [1:0] AluOp, input [5:0] func, 
    output reg [2:0] AluOperation
);
    always @(AluOp, func) begin
        case (AluOp)
            2'b10: begin
                case (func)
                    6'b100000: AluOperation = 3'b010;  
                    6'b100010: AluOperation = 3'b110;  
                    6'b100001: AluOperation = 3'b000;  
                    6'b100101: AluOperation = 3'b001;  
                    6'b101010: AluOperation = 3'b111;  
                endcase
            end
            2'b11: AluOperation = 3'b111;  
            2'b00: AluOperation = 3'b010;  
            2'b01: AluOperation = 3'b110;  
        endcase    
    end
endmodule
module MipsController (
    opcode, func, MemToReg, MemRead, MemWrite, RegWrite, ALUOperation, Branch, jump, jr, WriteLink, RegDst, R31, ALUSrc 
);
    input [5:0] opcode, func;
    output reg MemToReg, MemRead, MemWrite, RegWrite, Branch,
    jump, jr, WriteLink, RegDst, R31, ALUSrc;
    output [2:0] ALUOperation;
    reg[1:0] ALUOp;
    AluController AluCtrl(.func(func), .AluOp(ALUOp), .AluOperation(ALUOperation));  
    always @(opcode) begin
        MemToReg = 1'b0; MemRead = 1'b0; MemWrite = 1'b0; RegWrite = 1'b0; Branch = 1'b0;
        jump = 1'b0; jr = 1'b0; WriteLink = 1'b0; RegDst = 1'b0; R31 = 1'b0; ALUSrc = 1'b0; ALUOp = 2'b00;
        case(opcode)
            6'b000000: begin  
                ALUOp = 2'b10;
                RegWrite = 1'b1;
                RegDst = 1'b1;
            end
            6'b001000: begin  
                ALUSrc = 1'b1;
                RegWrite = 1'b1;
            end
            6'b001010: begin  
                ALUSrc = 1'b1;
                ALUOp = 2'b11;
                RegWrite = 1'b1;
            end
            6'b100011: begin  
                MemRead = 1;
                MemToReg = 1;
                ALUSrc = 1;
                RegWrite = 1;
            end
            6'b101011: begin  
                MemWrite = 1;
                ALUSrc = 1;
            end
            6'b000100: begin  
                ALUOp = 2'b01;
                Branch = 1;
            end
            6'b100000: begin  
                jr = 1;
                jump = 1;
            end
            6'b000010: begin  
                ALUSrc = 1;
                jump = 1;
            end
            6'b000011: begin  
                ALUSrc = 1;
                RegWrite = 1;
                jump = 1;
                WriteLink = 1;
                R31 = 1;
            end
        endcase    
    end
endmodule
```
==> run notes <==
flow finished, numbers: headroom to the max-slew limit=84.2%, leading cell type in the layout, fill and taps excluded=sky130_fd_sc_hd__buf_4, leakage power of the design=0.000406 uW, number of vias per cell after detailed routing=3.72, register pins left without a clock=3, initial antenna violation count=0, Detailed Routing Iterations Pass 1=2, area growth from synthesis to layout=168%, count of endpoints failing hold in the final timing report=0, Hold Buf Count CTS=0, Total Routed Length=1610 um, Synth flops=3, global-route wire length before repair=2360 um, total cells reported by yosys after synthesis=48, I/O pin count=26, count of endpoints without a timing constraint=6, setup slack after layout=-0.127 ns, number of maximum-capacitance violations=0, DRC violations left=0, HPWL after DPL=1110 um, number of warning messages in the yosys log=2, count of input and output buffers=26, Die Wd=80 um, power density over the cells=193 mW/mm^2, Slew @ Worst Pin=0.234 ns, wire length per cell=11.2 um, flip-flop count of the largest register, all copies and words added=3, placed cell area=706 um^2, startpoint types=primary input, min Tclk post-route=1.63 ns, vias in the first global route=509, top cell type's share of synthesized area=13.1%, Chip Footprint=0.00640 mm^2, layout cells sized above 1=65.3%, maximum vdd ir drop=37.5 uV, count of warning messages emitted by the tools=34, Arr. time, crit path=1.33 ns, starting DRC count in detailed routing=43, # rows=21, violations in the final reports=negative setup slack, setup TNS=-0.643 ns, cycle use final=108%, timing-limited maximum frequency=615 MHz, type of the worst setup path=in2out, remaining global-route overflow=0, non-filler cells in the finished layout=144, antenna-violating nets left=0, most frequent cells in the layout=sky130_fd_sc_hd__buf_4, sky130_fd_sc_hd__buf_6, sky130_fd_sc_hd__buf_2, sky130_fd_sc_hd__clkdlybuf4s50_1, sky130_fd_sc_hd__nand2b_1, fin area=918 um^2, max-slew violation count=0, combined area of all synthesized cells=343 um^2, die y size=80 um, crit path max fanout=4, Cell area leaders=sky130_fd_sc_hd__dlxtn_1, sky130_fd_sc_hd__nand2b_1, sky130_fd_sc_hd__buf_4, number of distinct standard cells referenced by the synthesized netlist=27, final RePlAce weighted congestion=0.789, post-synthesis instance total=48, required time worst endpoint=1.20 ns, run status=finished with violations, Setup crit end kind=primary output, Core ar.=0.00342 mm^2, kind of path behind the tightest hold check=in2out, setup repair after global routing missed its margin=yes, number of cells in the design after placement=126, number of filler cells placed in the layout=360, core utilization before placement=10.0%, Synth Area per Inst=7.14 um^2, overall global routing resource usage=4.30%, cell type with the highest aggregate area in the netlist=sky130_fd_sc_hd__dlxtn_1, final antenna diode count=0, via count=536, yosys synthesis chip area=343 um^2, final setup violation count=8, pin count of the biggest net entering global routing=9
[through the flow]
step	setup slack (ns)	power, uW	hold WS, ns	utilization [%]
6_report	-0.127	177	0.907	26.9
5_1_grt	-0.159	189	0.933	26.9
4_1_cts	-0.212	160	0.921	25.5
3_5_place_dp	-0.938	115	1.70	20.7
3_3_place_gp	-0.956	114	1.71	20.7
2_1_floorplan	0.00738	43.8	0.614	-
[cell families after synthesis]
group,after synthesis,synth area share [%]
AND/OR/NAND/NOR,31,56.9
multiplexers,2,6.20
latches,3,13.1
AND-OR/OR-AND,7,12.8
buffers and inverters,5,10.9
[final cells by class]
type,count,area [um^2],area share [%]
tap,46,57.6,6.27
timing repair buffer,55,473,51.5
multi-input combinational,40,343,37.3
sequential,3,45.0,4.90
[worst max-delay path, cell delays in order]
cell and delay (ns):
sky130_fd_sc_hd__buf_8 0.10, sky130_fd_sc_hd__or3_4 0.39, sky130_fd_sc_hd__buf_6 0.13, sky130_fd_sc_hd__buf_6 0.11, sky130_fd_sc_hd__buf_6 0.11, sky130_fd_sc_hd__a21oi_2 0.09
sky130_fd_sc_hd__buf_2 0.10
[final timing paths]
check | startpoint | endpoint | cells after the start
hold / removal | opcode[2] | ALUSrc | 4
setup / recovery | opcode[2] | jump | 7
[synth_stat cells, drive strengths merged]
master and count:
a21oi 2, a31oi 2, and2b 1, and3b 1, buf 4, clkbuf 1, dlxtn 3, mux2 1
mux2i 1, nand2 4, nand2b 5, nand3 1, nor2 6, nor2b 1, nor3 2, nor4 1
nor4b 1, nor4bb 1, o22ai 2, o31a 1, or3 2, or3b 1, or4 3, or4b 1
[layer usage]
metal	track usage (%)	wire length (um)	up-vias
li1	-	-	280
met3	0.568	75	0
met4	0.352	0	0
met1	5.43	707	248
met2	7.78	830	8
met5	0	0	-
[power breakdown]
group / switching, uW / internal, uW / leakage [uW]
clock: 0 / 0 / 0
combinational: 67.9 / 109 / 0.000382
sequential: 0.00586 / 0.703 / 0.0000238
[repair_timing]
item	CTS	global route
resized	85	12
buffers inserted	14	6
endpoints found under the setup margin	11	9
pin swaps	9	5
Power is estimated from default activity; no workload was simulated.
